`./run.sh`:
```
#!/bin/bash
# OpenROAD 26Q1-2900-gdf79404cd8, Yosys 0.63+post, stock flow scripts
make -C /OpenROAD-flow-scripts/flow DESIGN_CONFIG=/design/flow/config.mk WORK_HOME=/design/flow/orfs finish
```
`./config.mk`:
```
export PLATFORM = sky130hd
export DESIGN_NAME = ahb3lite_apb_bridge
export DESIGN_NICKNAME = ahb3lite_apb_bridge
export VERILOG_FILES = /design/flow/design.v
export SDC_FILE = /design/flow/constraint.sdc
export NUM_CORES = 4
export LEC_CHECK = 1
export CORE_UTILIZATION = 50
export SYNTH_HDL_FRONTEND = slang
```
`./constraint.sdc`:
```
current_design ahb3lite_apb_bridge

set clk_period 2.3
set clk_io_pct 0.2

create_clock -name clk0 -period $clk_period [get_ports {HCLK}]
create_clock -name clk1 -period $clk_period [get_ports {PCLK}]

set non_clock_inputs [all_inputs -no_clocks]
set_input_delay [expr $clk_period * $clk_io_pct] -clock clk0 $non_clock_inputs
set_output_delay [expr $clk_period * $clk_io_pct] -clock clk0 [all_outputs]
```
`./design.v`:
```
package ahb3lite_pkg;
  localparam       HTRANS_SIZE   = 2;
  localparam       HSIZE_SIZE    = 3;
  localparam       HBURST_SIZE   = 3;
  localparam       HPROT_SIZE    = 4;
  localparam [1:0] HTRANS_IDLE   = 2'b00,
                   HTRANS_BUSY   = 2'b01,
                   HTRANS_NONSEQ = 2'b10,
                   HTRANS_SEQ    = 2'b11;
  localparam [2:0] HSIZE_B8    = 3'b000,
                   HSIZE_B16   = 3'b001,
                   HSIZE_B32   = 3'b010,
                   HSIZE_B64   = 3'b011,
                   HSIZE_B128  = 3'b100,  
                   HSIZE_B256  = 3'b101,  
                   HSIZE_B512  = 3'b110,
                   HSIZE_B1024 = 3'b111,
                   HSIZE_BYTE  = HSIZE_B8,
                   HSIZE_HWORD = HSIZE_B16,
                   HSIZE_WORD  = HSIZE_B32,
                   HSIZE_DWORD = HSIZE_B64;
  localparam [2:0] HBURST_SINGLE = 3'b000,
                   HBURST_INCR   = 3'b001,
                   HBURST_WRAP4  = 3'b010,
                   HBURST_INCR4  = 3'b011,
                   HBURST_WRAP8  = 3'b100,
                   HBURST_INCR8  = 3'b101,
                   HBURST_WRAP16 = 3'b110,
                   HBURST_INCR16 = 3'b111;
  localparam [3:0] HPROT_OPCODE         = 4'b0000,
                   HPROT_DATA           = 4'b0001,
                   HPROT_USER           = 4'b0000,
                   HPROT_PRIVILEGED     = 4'b0010,
                   HPROT_NON_BUFFERABLE = 4'b0000,
                   HPROT_BUFFERABLE     = 4'b0100,
                   HPROT_NON_CACHEABLE  = 4'b0000,
                   HPROT_CACHEABLE      = 4'b1000;
  localparam [2:0] PPROT_NORMAL      = 3'b000,
                   PPROT_PRIVILEGED  = 3'b001,
                   PPROT_SECURE      = 3'b000,
                   PPROT_NONSECURE   = 3'b010,
                   PPROT_DATA        = 3'b000,
                   PPROT_INSTRUCTION = 3'b100;
  localparam       HRESP_OKAY  = 1'b0,
                   HRESP_ERROR = 1'b1;
endpackage 
module ahb3lite_apb_bridge
import ahb3lite_pkg::*;
#(
  parameter HADDR_SIZE = 32,
  parameter HDATA_SIZE = 32,
  parameter PADDR_SIZE = 10,
  parameter PDATA_SIZE =  8,
  parameter SYNC_DEPTH =  3
)
(
  input                         HRESETn,
                                HCLK,
  input                         HSEL,
  input      [HADDR_SIZE  -1:0] HADDR,
  input      [HDATA_SIZE  -1:0] HWDATA,
  output reg [HDATA_SIZE  -1:0] HRDATA,
  input                         HWRITE,
  input      [             2:0] HSIZE,
  input      [             2:0] HBURST,
  input      [             3:0] HPROT,
  input      [             1:0] HTRANS,
  input                         HMASTLOCK,
  output reg                    HREADYOUT,
  input                         HREADY,
  output reg                    HRESP,
  input                         PRESETn,
                                PCLK,
  output reg                    PSEL,
  output reg                    PENABLE,
  output reg [             2:0] PPROT,
  output reg                    PWRITE,
  output reg [PDATA_SIZE/8-1:0] PSTRB,
  output reg [PADDR_SIZE  -1:0] PADDR,
  output reg [PDATA_SIZE  -1:0] PWDATA,
  input      [PDATA_SIZE  -1:0] PRDATA,
  input                         PREADY,
  input                         PSLVERR
);
  typedef enum logic [1:0] {ST_AHB_IDLE=2'b00, ST_AHB_TRANSFER=2'b01, ST_AHB_ERROR=2'b10} ahb_fsm_states;
  typedef enum logic [1:0] {ST_APB_IDLE=2'b00, ST_APB_SETUP=2'b01, ST_APB_TRANSFER=2'b10} apb_fsm_states;
  localparam SYNC_DEPTH_MIN = 3;
  localparam SYNC_DEPTH_CHK = SYNC_DEPTH > SYNC_DEPTH_MIN ? SYNC_DEPTH : SYNC_DEPTH_MIN;
  initial
  begin
      a1: assert (HDATA_SIZE % 8 ==0)
          else $error("HDATA_SIZE must be an integer multiple of bytes (8bits)");
      a2: assert (PDATA_SIZE % 8 ==0)
          else $error("PDATA_SIZE must be an integer multiple of bytes (8bits)");
      a3: assert (PDATA_SIZE <= HDATA_SIZE)
          else $error("PDATA_SIZE must be less than or equal to HDATA_SIZE (PDATA_SIZE <= HDATA_SIZE");
      a4: assert (SYNC_DEPTH >= SYNC_DEPTH_MIN)
          else $warning("SYNC_DEPTH=%0d is less than minimum. Changed to %0d", SYNC_DEPTH, SYNC_DEPTH_CHK);
  end
  logic                      ahb_treq;       
  logic                      treq_toggle;    
  logic [SYNC_DEPTH_CHK-1:0] treq_sync;      
  logic                      apb_treq_strb;  
  logic                      apb_tack;       
  logic                      tack_toggle;    
  logic [SYNC_DEPTH_CHK-1:0] tack_sync;      
  logic                      ahb_tack_strb;  
  logic [HADDR_SIZE    -1:0] ahb_haddr;
  logic [HDATA_SIZE    -1:0] ahb_hwdata;
  logic                      ahb_hwrite;
  logic [               2:0] ahb_hsize;
  logic [               3:0] ahb_hprot;
  logic                      latch_ahb_hwdata;
  logic [HDATA_SIZE    -1:0] apb_prdata;
  logic                      apb_pslverr;
  ahb_fsm_states             ahb_fsm;
  apb_fsm_states             apb_fsm;
  logic [               6:0] apb_beat_cnt;
  logic [               9:0] apb_beat_data_offset;
  task ahb_no_transfer;
     ahb_fsm   <= ST_AHB_IDLE;
     HREADYOUT <= 1'b1;
     HRESP     <= HRESP_OKAY;
  endtask  
  task ahb_prep_transfer;
     ahb_fsm    <= ST_AHB_TRANSFER;
     HREADYOUT  <= 1'b0;  
     HRESP      <= HRESP_OKAY;
     ahb_treq   <= 1'b1;  
  endtask  
  function logic [6:0] apb_beats;
    input [2:0] hsize;
    case (hsize)
       HSIZE_B1024: apb_beats = 1023/PDATA_SIZE; 
       HSIZE_B512 : apb_beats =  511/PDATA_SIZE;
       HSIZE_B256 : apb_beats =  255/PDATA_SIZE;
       HSIZE_B128 : apb_beats =  127/PDATA_SIZE;
       HSIZE_DWORD: apb_beats =   63/PDATA_SIZE;
       HSIZE_WORD : apb_beats =   31/PDATA_SIZE;
       HSIZE_HWORD: apb_beats =   15/PDATA_SIZE;
       default    : apb_beats =    7/PDATA_SIZE;
    endcase
  endfunction  
  function logic [6:0] address_mask;
    input integer data_size;
    case (data_size)
          1024: address_mask = 7'b111_1111; 
           512: address_mask = 7'b011_1111;
           256: address_mask = 7'b001_1111;
           128: address_mask = 7'b000_1111;
            64: address_mask = 7'b000_0111;
            32: address_mask = 7'b000_0011;
            16: address_mask = 7'b000_0001;
       default: address_mask = 7'b000_0000;
    endcase
  endfunction  
  function logic [9:0] data_offset (input [HADDR_SIZE-1:0] haddr);
    logic [6:0] haddr_masked;
    haddr_masked = haddr & address_mask(HDATA_SIZE);
    data_offset = 8 * haddr_masked;
  endfunction  
  function logic [PDATA_SIZE/8-1:0] pstrb;
    input [           2:0] hsize;
    input [PADDR_SIZE-1:0] paddr;
    logic [127:0] full_pstrb;
    logic [  6:0] paddr_masked;
    case (hsize)
       HSIZE_B1024: full_pstrb = {128{1'b1}}; 
       HSIZE_B512 : full_pstrb = { 64{1'b1}};
       HSIZE_B256 : full_pstrb = { 32{1'b1}};
       HSIZE_B128 : full_pstrb = { 16{1'b1}};
       HSIZE_DWORD: full_pstrb = {  8{1'b1}};
       HSIZE_WORD : full_pstrb = {  4{1'b1}};
       HSIZE_HWORD: full_pstrb = {  2{1'b1}};
       default    : full_pstrb = {  1{1'b1}};
    endcase
    paddr_masked = paddr & address_mask(PDATA_SIZE);
    pstrb = full_pstrb[PDATA_SIZE/8-1:0] << paddr_masked;
  endfunction  
  always @(posedge HCLK,negedge HRESETn)
    if (!HRESETn)
    begin
        ahb_fsm    <= ST_AHB_IDLE;
        HREADYOUT  <= 1'b1;
        HRESP      <= HRESP_OKAY;
	    HRDATA     <=  'hx;
        ahb_treq   <= 1'b0;
        ahb_haddr  <=  'h0;
        ahb_hwrite <= 1'b0;
        ahb_hprot  <=  'h0;
        ahb_hsize  <=  'h0;
    end
    else
    begin
        ahb_treq <= 1'b0;  
        case (ahb_fsm)
           ST_AHB_IDLE:
           begin
               ahb_haddr  <= HADDR;
               ahb_hwrite <= HWRITE;
               ahb_hprot  <= HPROT;
               ahb_hsize  <= HSIZE;
               if (HSEL && HREADY)
               begin
                   case (HTRANS)
                      HTRANS_IDLE  : ahb_no_transfer;
                      HTRANS_BUSY  : ahb_no_transfer;
                      HTRANS_NONSEQ: ahb_prep_transfer;
                      HTRANS_SEQ   : ahb_prep_transfer;
                   endcase  
               end
               else ahb_no_transfer;
           end
           ST_AHB_TRANSFER:
           if (ahb_tack_strb)
           begin
               HRDATA <= apb_prdata; 
               if (apb_pslverr)
               begin
                   HREADYOUT <= 1'b0;
                   HRESP     <= HRESP_ERROR;
                   ahb_fsm   <= ST_AHB_ERROR;
               end
               else
               begin
                   HREADYOUT <= 1'b1;
                   HRESP     <= HRESP_OKAY;
                   ahb_fsm   <= ST_AHB_IDLE;
               end
           end
           else
           begin
               HREADYOUT <= 1'b0;  
           end
           ST_AHB_ERROR:
           begin
               ahb_fsm   <= ST_AHB_IDLE;
               HREADYOUT <= 1'b1;
           end
        endcase  
    end
  always @(posedge HCLK)
    latch_ahb_hwdata <= HSEL & HREADY & HWRITE & ((HTRANS == HTRANS_NONSEQ) || (HTRANS == HTRANS_SEQ));
  always @(posedge HCLK)
    if (latch_ahb_hwdata) ahb_hwdata <= HWDATA;
  always @(posedge HCLK,negedge HRESETn)
    if      (!HRESETn ) treq_toggle <= 1'b0;
    else if ( ahb_treq) treq_toggle <= ~treq_toggle;
  always @(posedge PCLK,negedge PRESETn)
    if (!PRESETn) treq_sync <= 'h0;
    else          treq_sync <= {treq_sync[SYNC_DEPTH-2:0], treq_toggle};
  assign apb_treq_strb = treq_sync[SYNC_DEPTH-1] ^ treq_sync[SYNC_DEPTH-2];
  always @(posedge PCLK,negedge PRESETn)
    if      (!PRESETn ) tack_toggle <= 1'b0;
    else if ( apb_tack) tack_toggle <= ~tack_toggle;
  always @(posedge HCLK,negedge HRESETn)
    if (!HRESETn) tack_sync <= 'h0;
    else          tack_sync <= {tack_sync[SYNC_DEPTH-2:0], tack_toggle};
  assign ahb_tack_strb = tack_sync[SYNC_DEPTH-1] ^ tack_sync[SYNC_DEPTH-2];
  always @(posedge PCLK,negedge PRESETn)
    if (!PRESETn)
    begin
        apb_fsm              <= ST_APB_IDLE;
        apb_tack             <= 1'b0;
        apb_prdata           <=  'hx;
        apb_beat_cnt         <=  'hx;
	    apb_beat_data_offset <=  'hx;
	    apb_pslverr          <= 1'bx;
        PSEL                 <= 1'b0;
        PPROT                <= 1'b0;
        PADDR                <=  'h0;
        PWRITE               <= 1'b0;
        PENABLE              <= 1'b0;
        PWDATA               <=  'h0;
        PSTRB                <=  'h0;
    end
    else
    begin
        apb_tack <= 1'b0;
        case (apb_fsm)
           ST_APB_IDLE:
             if (apb_treq_strb)
             begin
                 apb_fsm              <= ST_APB_SETUP;
                 PSEL                 <= 1'b1;
                 PENABLE              <= 1'b0;
                 PPROT                <= ((ahb_hprot & HPROT_DATA      ) ? PPROT_DATA       : PPROT_INSTRUCTION) |
                                         ((ahb_hprot & HPROT_PRIVILEGED) ? PPROT_PRIVILEGED : PPROT_NORMAL     );
                 PADDR                <= ahb_haddr[PADDR_SIZE-1:0];
                 PWRITE               <= ahb_hwrite;
                 PWDATA               <= ahb_hwdata >> data_offset(ahb_haddr);
                 PSTRB                <= {PDATA_SIZE/8{ahb_hwrite}} & pstrb(ahb_hsize,ahb_haddr[PADDR_SIZE-1:0]);
                 apb_prdata           <= 'h0;                                    
                 apb_beat_cnt         <= apb_beats(ahb_hsize);
                 apb_beat_data_offset <= data_offset(ahb_haddr) + PDATA_SIZE;    
             end
           ST_APB_SETUP:
             begin
                 apb_fsm <= ST_APB_TRANSFER;
                 PENABLE <= 1'b1;
             end
           ST_APB_TRANSFER:
             if (PREADY)
             begin
                 apb_beat_cnt         <= apb_beat_cnt -1;
                 apb_beat_data_offset <= apb_beat_data_offset + PDATA_SIZE;
                 apb_prdata           <= (apb_prdata << PDATA_SIZE) | (PRDATA << data_offset(ahb_haddr)); 
                 apb_pslverr          <= PSLVERR;
                 PENABLE              <= 1'b0;
                 if (PSLVERR || ~|apb_beat_cnt)
                 begin
                     apb_fsm  <= ST_APB_IDLE;
                     apb_tack <= 1'b1;
                     PSEL     <= 1'b0;
                 end
                 else
                 begin
                     apb_fsm       <= ST_APB_SETUP;
                     PADDR  <= PADDR + (1 << PDATA_SIZE/8);
                     PWDATA <= ahb_hwdata >> apb_beat_data_offset;
                     PSTRB  <= {PDATA_SIZE/8{ahb_hwrite}} & pstrb(ahb_hsize,PADDR + (1 << ahb_hsize));
                 end
             end
        endcase
    end
endmodule
```
==> notes.md <==
Implementation numbers.

- The run finished with clean final reports.
- The weighted congestion at the end of routability-driven global placement is just over 0.8.
- On the worst setup and hold paths after CTS, the clock-pin slew comes to roughly 60 ps.
- The total tool warning count is 57.
- Input and output buffers added on the ports amount to 121.
- Of the post-synthesis cell area, the part taken by muxes is 9.852%.
- The cell area power density is 1317 nW/um2.
- After Yosys synthesis, full adders, half adders and majority gates account for 0.8892% of the synthesized area.
- The residual antenna-violating net count after detailed routing is 0.
- The post-detailed-route via-to-cell ratio is 5.629.
- The vertical die dimension is about 120 um.
- The number of clock sinks came to 170.
- Looking at the post-CTS report, the setup buffer insertion count equals 0.
- Once layout is done, the placed cells without fillers occupy between 9000 and 10000 um2.
- The script parses the final routing iteration and logs DRC violations as 0.
- The power report attributes to the sequential group a share of 41.5%.
- Setup repair after global routing left no endpoint under its margin.
- Net switching is 33.43% of the power.
- The relative contribution of combinational cells to total power is 34.2%.
- The end-of-flow timing check tallies setup violations at 0.
- Per the detail_route report, routed wire per instance is between 15 and 20 um.
- The proportion of layout cells with a drive suffix above 1 is between 10% and 20%.
- The detailed router reported a total wirelength of 15940 um.
- The power report puts the net switching power at 4.052 mW.
- After Yosys synthesis, and, or, nand and nor cells account for 10.60% of the synthesized area.
- The OpenROAD report gives the critical path a data arrival time of 2280 ps.
- For reference, the final report shows the hold violation count at 0.
- The critical path is of the reg -> reg type.
- The clock network burns 24.2% of the power.
- The post-layout total power is 12.12 mW.
- The sum of net half-perimeters after detailed placement is approximately 11000 um.
- The post-synth design cell area is 7035 um2.
- The worst-case max-slew headroom was logged as 57.88%.
- The first global-routing pass estimated 25960 um of wire.
- The most numerous logic cell after layout is sky130_fd_sc_hd__dfrtp_1.
- The number of DRC markers after the initial detailed-route iteration is 374.
- According to the Yosys statistics, the synthesized design has a chip area of 7035 um2.
- The TritonCTS clock tree is built.
- The register bit total from synthesis is 170.
- The critical path startpoint category is a flop.
- After global routing the overflow that remains totals 0.
- The max-capacitance violation count is 0.
- Entering global routing, the biggest net connects approximately 53 pins.
- The number of ports placed on the die boundary is approximately 150.
- Data on the critical path is required at its endpoint by 2540 ps.
- The post-synthesis cell type with the largest combined area is sky130_fd_sc_hd__dfrtp_1.
- Across the routed clock network, the largest skew measured is 5.223 ps.
- Yosys attributes the largest share of cell area to sky130_fd_sc_hd__dfrtp_1 (48%), sky130_fd_sc_hd__edfxtp_1 (14%), sky130_fd_sc_hd__mux2_2 (8.8%), sky130_fd_sc_hd__nand2_1 (3.4%), sky130_fd_sc_hd__o31ai_1 (2.6%).
- The floorplan has ~42 rows.
- The slew at the pin with the worst max-slew slack is 631.8 ps.
- The starting utilization of the core area is 52.09%.
- The share of the synthesized area in the top cell type is 47.66%.
- Per the synth stats, the proportion of register bits with asynchronous set or reset is 80.59%.
- The post-placement cell area is 8587 um2.
- The netlist uses around 52 different library cells.
- The most used flip-flop cell after synthesis is sky130_fd_sc_hd__dfrtp_1.
- After synthesis, the design contains 576 cells according to Yosys.
- The via count of the first global-routing pass is 5126.
- The mean instance size in the synthesized netlist is roughly 12 um2.
- The count of flip-flops with a built-in enable after synthesis is 32.
- According to the floorplan report, the die width is 120.6 um.
- The leakage power summed over all cells is 3.905 nW.
- For this run, the script counts the antenna cells in the layout as 0.
- Global routing used roughly a quarter of the available tracks.
- In the layout the commonest cells are sky130_fd_sc_hd__dfrtp_1 (134), sky130_fd_sc_hd__clkdlybuf4s50_1 (119), sky130_fd_sc_hd__nand2_1 (63).
- Looking at the critical path, the highest net fanout was 9.
- In the power breakdown, the internal column shows 8.069 mW.
- The iteration tally of the first detailed-router pass is 5.
- The initial antenna violation count is 0.
- The warning tally printed by Yosys for this design is 0.
- The final max-slew violation count is 0.
- STA classifies the critical path endpoint as a flop.
- Across the VDD grid, the largest voltage drop is a little under 900 uV.
- The number of instances in the synthesized netlist is 576.
- The area inside the core boundary is 13510 um2.
- According to the floorplan report, the total die area is 14550 um2.
- Between the synthesized netlist and the finished layout, the area growth was recorded as 30.80%.
- For this block, the via count after detailed routing is 5072.
- Checking hold timing, the worst path is listed with class in -> async.
- The share of the yosys chip area belonging to registers is 62.72%.
- Per the synthesis report, the XOR/XNOR share of the synthesized area is 0.9781%.
- The biggest combinational cell group after synthesis is AND-OR/OR-AND gates.
- The synthesized-area fraction occupied by ao, oa, aoi and oai cells is 12.72%.
-- power groups by stage --
stage | sequential (mW) | clock, mW | combinational [mW]
after CTS | 5.05 | 3.03 | 4.20
after global routing | 5.19 | 3.13 | 4.61
final | 5.04 | 2.93 | 4.15
-- cells in the mapped netlist (4+ instances only) --
master and number:
sky130_fd_sc_hd__o22ai_1 7, sky130_fd_sc_hd__dfrtp_1 134, sky130_fd_sc_hd__a31oi_1 8, sky130_fd_sc_hd__xor2_1 5, sky130_fd_sc_hd__o31ai_1 24, sky130_fd_sc_hd__nand2_1 63, sky130_fd_sc_hd__nand3_1 20, sky130_fd_sc_hd__and3_1 20
sky130_fd_sc_hd__inv_1 6, sky130_fd_sc_hd__a211oi_1 18, sky130_fd_sc_hd__ha_1 5, sky130_fd_sc_hd__mux2i_1 6, sky130_fd_sc_hd__mux2_2 55, sky130_fd_sc_hd__o21ai_0 29, sky130_fd_sc_hd__nor2_1 26, sky130_fd_sc_hd__clkbuf_1 25
sky130_fd_sc_hd__a221oi_1 10, sky130_fd_sc_hd__or3_1 4, sky130_fd_sc_hd__edfxtp_1 32, sky130_fd_sc_hd__nor3_1 4, sky130_fd_sc_hd__a21oi_1 25
-- stage by stage --
stage	setup TNS (ps)	setup WS, ps	instances	utilization, %	hold WS [ps]
final	0	262.2	901	68.14	118.8
after detailed placement	-172.6	-30.12	868	63.58	334.7
after global routing	0	120.7	901	68.14	159.9
after floorplan	0	447.1	576	-	164.4
after global placement	0	14.29	868	63.58	336.2
after CTS	0	133.1	901	68.10	132.2
-- registers in the layout, indices dropped and copies added, names as in the netlist, 2 cells and up --
| name | flops |
|---|---|
| apb_prdata | 32 |
| PWDATA | 8 |
| tack_sync | 3 |
| ahb_fsm | 3 |
| apb_beat_cnt | 7 |
| ahb_hprot | 2 |
| ahb_haddr | 10 |
| treq_sync | 3 |
| apb_fsm | 3 |
| PPROT | 2 |
| ahb_hsize | 3 |
| ahb_hwdata | 32 |
| PADDR | 10 |
| HRDATA | 32 |
| apb_beat_data_offset | 7 |
-- critical path: stages (launching register included) --
cell and delay [ps]:
sky130_fd_sc_hd__dfstp_2 650, sky130_fd_sc_hd__mux2_2 230, sky130_fd_sc_hd__a21boi_4 250, sky130_fd_sc_hd__o21ai_1 190, sky130_fd_sc_hd__nand2b_1 330, sky130_fd_sc_hd__o31ai_1 290
-- per-layer routing --
metal	global-route usage, %	part of all wire, %	up-vias
li1	-	-	2401
met1	38.68	42	2483
met2	37.21	49	172
met3	7.948	7.2	16
met4	3.704	1.9	0
met5	0	0	-
-- final timing paths --
kind,from,end,slack (ps),depth (start not counted)
worst min register to register,tack_sync[0]$_DFF_PN0_,tack_sync[1]$_DFF_PN0_,350,0
worst max register to register,apb_fsm[0]$_DFF_PN1_,PWDATA[7]$_DFFE_PN0P_,260,5
max in group asynchronous,HRESETn,HREADYOUT$_DFFE_PN1P_,1180,3
worst max-delay path,apb_fsm[0]$_DFF_PN1_,PWDATA[7]$_DFFE_PN0P_,260,5
min in group clk1,treq_sync[0]$_DFF_PN0_,treq_sync[1]$_DFF_PN0_,350,0
max in group clk0,HREADYOUT$_DFFE_PN1P_,HREADYOUT,480,1
worst min-delay path,PRESETn,PADDR[8]$_DFFE_PN0P_,120,1
min in group clk0,tack_sync[0]$_DFF_PN0_,tack_sync[1]$_DFF_PN0_,350,0
-- layout make-up --
cell class,instances,area (um2)
multi-input combinational,368,2492
clock inverter,14,150.1
fill,981,4303
tap,176,220.2
timing repair buffer,149,1454
sequential,170,4413
inverter,6,22.52
clock buffer,18,450.4
-- cell families (layout without fill, tap and decap cells) --
family | after synthesis | count (layout)
AOI/OAI and AO/OA | 136 | 136
and+or+nand+nor | 157 | 157
buffers and inverters | 38 | 187
other | 1 | 1
muxes | 62 | 62
DFF | 170 | 170
xor gates and xnor gates | 7 | 7
adders and majority gates | 5 | 5
-- what timing repair did --
action	4_1_cts	5_1_grt
hold buffers	1	0
gates resized	0	1
endpoints found under the setup margin	0	1
endpoints found under the hold margin	8	0
No activity file was given, so power comes from the tool's default toggle rates.
